File: design/flow/config.mk
export PLATFORM = sky130hd
export DESIGN_NAME = traffic_control_one_hot
export DESIGN_NICKNAME = traffic_control_one_hot
export VERILOG_FILES = /design/flow/design.v
export SDC_FILE = /design/flow/constraint.sdc
export NUM_CORES = 4
export LEC_CHECK = 1
export CORE_AREA = 10 10 105 105
export DIE_AREA = 0 0 115 115
File: design/flow/constraint.sdc
current_design traffic_control_one_hot

set clk_period 3.6
set clk_io_pct 0.2

create_clock -name clk0 -period $clk_period [get_ports {CLK}]

set non_clock_inputs [all_inputs -no_clocks]
set_input_delay [expr $clk_period * $clk_io_pct] -clock clk0 $non_clock_inputs
set_output_delay [expr $clk_period * $clk_io_pct] -clock clk0 [all_outputs]
File: design/flow/design.v
module traffic_control_one_hot (
    input CLK,         
    input reset,       
    input ERR,         
    input PA,          
    input PB,          
    output reg [2:0] L_A,  
    output reg [2:0] L_B,  
    output reg RA,         
    output reg RB         
);
    localparam STATE0 = 8'b00000001;
    localparam STATE1 = 8'b00000010;
    localparam STATE2 = 8'b00000100;
    localparam STATE3 = 8'b00001000;
    localparam STATE4 = 8'b00010000;
    localparam STATE5 = 8'b00100000;
    localparam STATE6 = 8'b01000000;
    localparam STATE7 = 8'b10000000;
    reg [7:0] state;        
    reg [7:0] next_state;   
    reg [3:0] counter;      
    reg [3:0] next_counter; 
    reg req_A, req_B;      
    reg ped_A, ped_B;      
    reg from_state3;       
    reg next_from_state3;  
    always @(*) begin
        next_state = state;  
        next_counter = counter + 1;  
        next_from_state3 = from_state3;
        if (ERR) begin
            next_state = STATE7;
            next_from_state3 = 1'b0;
        end else if (reset) begin
            next_state = STATE7;
            next_from_state3 = 1'b0;
        end else begin
            case (state)
                STATE7: begin
                    next_state = STATE0;
                    next_counter = 4'd0;  
                    next_from_state3 = 1'b0;
                end
                STATE0: begin  
                    if (counter == 4'd5) begin
                        next_state = from_state3 ? STATE4 : STATE1;
                        next_counter = 4'd0;  
                        next_from_state3 = 1'b0;
                    end
                end
                STATE1: begin  
                    if (counter == 4'd7) begin
                        next_state = STATE2;
                        next_counter = 4'd0;
                    end
                end
                STATE2: begin  
                    if (counter == 4'd2) begin
                        next_state = STATE3;
                        next_counter = 4'd0;
                    end
                end
                STATE3: begin  
                    if (counter == 4'd2) begin
                        if (req_A || req_B) begin
                            next_state = STATE0;
                            next_counter = 4'd0;
                            next_from_state3 = 1'b1;  
                        end else begin
                            next_state = STATE4;
                            next_counter = 4'd0;
                        end
                    end
                end
                STATE4: begin
                    if (counter == 4'd7) begin
                        next_state = STATE5;
                        next_counter = 4'd0;
                    end
                end
                STATE5: begin
                    if (counter == 4'd2) begin
                        next_state = STATE6;
                        next_counter = 4'd0;
                    end
                end
                STATE6: begin
                    if (counter == 4'd2) begin
                        if (req_A || req_B) begin
                            next_state = STATE0;
                            next_counter = 4'd0;
                            next_from_state3 = 1'b0;
                        end else begin
                            next_state = STATE1;
                            next_counter = 4'd0;
                        end
                    end
                end
                default: begin  
                    next_state = STATE7;
                    next_counter = 4'd0;
                end
            endcase
        end
    end
    always @(posedge CLK) begin
        if (reset || ERR) begin
            state      <= STATE7;
            counter    <= 4'd0;
            req_A      <= 1'b0;
            req_B      <= 1'b0;
            ped_A      <= 1'b1;
            ped_B      <= 1'b1;
            from_state3<= 1'b0;
        end else begin
            state <= next_state;
            counter <= next_counter;
            from_state3 <= next_from_state3;
            if (state != STATE0 && state != STATE7) begin
                if (PA) req_A <= 1'b1;
                if (PB) req_B <= 1'b1;
            end
            if(next_state == STATE0) begin
              if(state == STATE3 || state == STATE6) begin
                ped_A <= req_A;
                ped_B <= req_B;
              end
              else begin
                ped_A <= 1'b1;
                ped_B <= 1'b1;
              end
            end
            else if (state == STATE0) begin
                ped_A <= 1'b0;
                ped_B <= 1'b0;
                req_A <= 1'b0;
                req_B <= 1'b0;
            end
        end
    end
    always @(*) begin
        L_A = 3'b000;  
        L_B = 3'b000;
        RA = 1'b0;
        RB = 1'b0;
        case (state)
            STATE0: begin
                L_A = 3'b000;  
                L_B = 3'b000;
                RA = ped_A;
                RB = ped_B;
            end
            STATE1: begin
                L_A = 3'b110;  
                L_B = 3'b011;  
            end
            STATE2: begin
                L_A = 3'b101;  
                L_B = 3'b010;  
            end
            STATE3: begin
                L_A = 3'b100;  
                L_B = 3'b010;  
            end
            STATE4: begin
                L_A = 3'b011;  
                L_B = 3'b110;  
            end
            STATE5: begin
                L_A = 3'b010;  
                L_B = 3'b101;  
            end
            STATE6: begin
                L_A = 3'b010;  
                L_B = 3'b100;  
            end
            STATE7: begin
                L_A = 3'b000;  
                L_B = 3'b000;
            end
            default: begin  
              L_A = 3'b000;
              L_B = 3'b000;
            end
        endcase
    end
endmodule
File: design/flow/run.sh
#!/bin/bash
# OpenROAD 26Q1-2900-gdf79404cd8, Yosys 0.63+post, stock flow scripts
make -C /OpenROAD-flow-scripts/flow DESIGN_CONFIG=/design/flow/config.mk WORK_HOME=/design/flow/orfs finish
==> results.py <==
# Flow results
metrics = {
    "yosys": {
        "synth-seq-cells": 17,
        "synth-main-ff-cell": "dfxtp_1",
        "synth-async-reset-ratio": 0,
        "edf_count": 0,
        "yosys.area.top_type": "dfxtp_1",
        "yosys_cells": 122,
        "avgSynthCellArea_um2": 8.32,
        "yosys_warnings": 1,
        "syn-cell-area_mm2": 0.00101,
        "postSynthSeqShare": 0.335,
        "top_cells_by_count": "dfxtp_1, nor2_1, nand2_1",
        "yosys-stat-area_mm2": 0.00101,
        "netlist_instances": 122,
        "top_cells_by_area": "dfxtp_1, nor2_1, a21oi_1",
        "synth_cell_types": 46,
        "yosysTopAreaCellShare": 0.335,
    },
    "place": {
        "port_buffers": 12,
        "gp_congestion": 0.806,
        "hpwl_mm": 1.90,
    },
    "run": {
        "cap_violations": 0,
        "warnings": 27,
    },
    "cts": {
        "ctsHtreeMaxLevel": 1,
        "cts_buffers": 3,
        "clockBufferDepth": 2,
        "path_clk_slew_ns": 0.07,
        "hold_buffers": 0,
        "cts_tree": "done",
        "cts_root_buffer": "clkbuf_8",
        "clock_sinks": 17,
        "worstSkewPairLatency_ns": 0.25,
        "cts_resized": 0,
        "cts_setup_buffers": 0,
    },
    "routing": {
        "drtIter0Drc": 69,
        "drtAntennaViolNets": 0,
        "via_per_inst": 3.91,
        "avgRoutedWirePerCell_um": 10.5,
        "via_count": 927,
        "drc": 0,
        "dr.pass1.iters": 4,
        "totalWireLength_mm": 2.49,
        "n_antenna_cell": 0,
    },
    "die": {
        "fp_util": 0.116,
        "io_pins": 13,
        "die_h_um": 115,
        "dieArea_mm2": 0.0132,
        "core.rowCount": 34,
        "fp.coreArea_mm2": 0.00876,
        "die_width_um": 115,
    },
    "outcome": {
        "outcome": "complete, no violations",
    },
    "final_timing": {
        "tightest_slew_ns": 0.584,
        "fin_worst_skew_ns": 0.00309,
        "hold_viol_final": 0,
        "setup_viol": 0,
        "slew_headroom": 0.607,
        "fmax_mhz": 405,
        "setup_tns_ns": 0,
        "rsz0062_at_grt": "no",
        "maxSlewViolCount": 0,
        "finalClockPeriodUsage": 0.685,
        "period_minus_slack_ns": 2.47,
    },
    "worst_setup_path": {
        "worstPathCellList": "clkdlybuf4s50_1 -> or2_1 -> a2111oi_2 -> o2111ai_1 -> o41a_1 -> nor3_1",
        "crit_path_top_delay_cell": "or2_1",
        "path_class": "input port to register",
        "cp_data_required_time_ns": 3.78,
        "crit-reg2reg-launch": "counter[0]$_SDFF_PN0_",
        "worst-path-max-fanout": 17,
        "cp_data_arrival_time_ns": 2.64,
        "end_kind": "register",
        "cp_slowest_stage_delay_ns": 0.45,
        "critPathLaunchType": "input port",
        "critPathLaunch": "reset",
    },
    "global_route": {
        "grt_start_max_net_pins": 18,
        "grt-ovfl-total": 0,
        "grt_pass1_vias": 814,
        "grt_pass1_wl_mm": 4.22,
        "grt_antenna_before_repair": 0,
        "grtUsageTotal": 0.0383,
    },
    "finish": {
        "drive_above_1_share": 0.0930,
        "area_growth_pct": 23.8,
    },
    "hold_path": {
        "hp-start": "ped_A$_SDFFE_PN1P_",
        "hold_class": "register to register",
    },
    "power": {
        "powerDensity_mw_per_mm2": 287,
        "power.total_mw": 0.361,
        "peakVddDrop_uv": 97.9,
        "power_leakage_nw": 0.439,
    },
}
where the power goes:
group | switching [mW] | leakage, nW | internal, mW
clock network | 0.0633 | 0.0255 | 0.0767
logic | 0.0116 | 0.276 | 0.0144
registers | 0.00401 | 0.138 | 0.191
total | 0.0789 | 0.439 | 0.282
routing by layer:
layer / vias to the layer above / track usage / share of wire
met1: 433 / 0.0519 / 0.43
met2: 37 / 0.0597 / 0.47
met5: - / 0 / 0
met4: 0 / 0.00495 / 0.016
li1: 455 / - / -
met3: 2 / 0.0127 / 0.085
cell families (layout without fill, tap and decap cells):
family                   count (synthesis)  in the layout  synth area share
XOR/XNOR                                 2              2            0.0173
AND-OR/OR-AND                           31             31             0.233
buffers and inverters                   15             22            0.0814
adder cells (fa/ha/maj)                  3              3            0.0370
flip-flops                              17             17             0.335
multiplexers                             3              3            0.0296
AND/OR/NAND/NOR                         51             51             0.266
metrics by stage:
stage	instances	utilization	area, µm²	setup WS (ns)	hold WS (ns)
finish	237	0.143	1260	1.13	0.541
global route	237	0.143	1260	1.01	0.569
CTS	237	0.143	1260	1.12	0.542
detailed placement	233	0.138	1210	0.857	0.512
global placement	233	0.138	1210	0.898	0.519
floorplan	122	-	1010	1.48	0.485
layout by cell type, fill, tap and decap left out, drive strengths merged, types with 3 or more instances in the layout:
master,instances
nand2,10
clkbuf,3
nor2,17
clkdlybuf4s50,12
ha,3
o21ai,4
or2,3
inv,6
mux2i,3
nor3,5
dfxtp,17
a21oi,8
critical path, delay by kind of cell:
kind,cells,cell delay [ns]
AOI/OAI and AO/OA,3,0.91
and+or+nand+nor,2,0.61
buffers and inverters,1,0.39
cell type report:
type,count,area (µm²)
clock buffers,3,41.3
clock inverters,1,5.00
fillers,992,7510
inverters,6,22.5
multi-input cells,90,592
flip-flops and latches,17,340
well taps,108,135
repair buffers,12,120
registers in the layout, summed over array words and instances (netlist names):
| register | count |
|---|---|
| ped_B | 1 |
| state | 8 |
| ped_A | 1 |
| req_A | 1 |
| from_state3 | 1 |
| counter | 4 |
| req_B | 1 |
path summary, 6_finish.rpt:
path                             end  slack, ns  cells after the start
hold reg to reg   ped_A$_SDFFE_PN1P_       0.54                      2
setup reg to reg  ped_A$_SDFFE_PN1P_       1.55                      7
setup / recovery    req_A$_SDFF_PN0_       1.13                      6
hold / removal    ped_A$_SDFFE_PN1P_       0.54                      2
Power figures rest on the tool's default switching activity, not on a simulated workload.
