`design/flow/design.v`:
```
module traffic_control_binary (
    input CLK,         
    input reset,       
    input ERR,         
    input PA,          
    input PB,          
    output reg [2:0] L_A,  
    output reg [2:0] L_B,  
    output reg RA,         
    output reg RB         
);
    localparam STATE0 = 3'b000;  
    localparam STATE1 = 3'b001;  
    localparam STATE2 = 3'b010;  
    localparam STATE3 = 3'b011;  
    localparam STATE4 = 3'b100;  
    localparam STATE5 = 3'b101;  
    localparam STATE6 = 3'b110;  
    localparam STATE7 = 3'b111;  
    reg [2:0] state;        
    reg [2:0] next_state;   
    reg [3:0] counter;      
    reg [3:0] next_counter; 
    reg req_A, req_B;      
    reg ped_A, ped_B;      
    reg from_state3;       
    always @(*) begin
        next_state = state;  
        next_counter = counter + 1;  
        if (ERR) begin
            next_state = STATE7;
        end else if (reset) begin
            next_state = STATE7;
        end else begin
            case (state)
                STATE7: begin
                    next_state = STATE0;
                    next_counter = 4'd0;  
                end
                STATE0: begin  
                    if (counter == 4'd5) begin
                        next_state = from_state3 ? STATE4 : STATE1;
                        next_counter = 4'd0;  
                    end
                end
                STATE1: begin  
                    if (counter == 4'd7) begin
                        next_state = STATE2;
                        next_counter = 4'd0;
                    end
                end
                STATE2: begin  
                    if (counter == 4'd2) begin
                        next_state = STATE3;
                        next_counter = 4'd0;
                    end
                end
                STATE3: begin  
                    if (counter == 4'd2) begin
                        if (req_A || req_B) begin
                            next_state = STATE0;
                            next_counter = 4'd0;
                        end else begin
                            next_state = STATE4;
                            next_counter = 4'd0;
                        end
                    end
                end
                STATE4: begin
                    if (counter == 4'd7) begin
                        next_state = STATE5;
                        next_counter = 4'd0;
                    end
                end
                STATE5: begin
                    if (counter == 4'd2) begin
                        next_state = STATE6;
                        next_counter = 4'd0;
                    end
                end
                STATE6: begin
                    if (counter == 4'd2) begin
                        if (req_A || req_B) begin
                            next_state = STATE0;
                            next_counter = 4'd0;
                        end else begin
                            next_state = STATE1;
                            next_counter = 4'd0;
                        end
                    end
                end
                default: begin  
                    next_state = STATE7;
                    next_counter = 4'd0;  
                end
            endcase
        end
    end
   always @(posedge CLK) begin
        if (reset || ERR) begin  
            state      <= STATE7;
            counter    <= 4'd0;
            req_A      <= 1'b0;
            req_B      <= 1'b0;
            ped_A      <= 1'b1;  
            ped_B      <= 1'b1;
            from_state3<= 1'b0;
        end else begin
            state <= next_state;  
            counter <= next_counter;  
            if (state != STATE0 && state != STATE7) begin
                if (PA) req_A <= 1'b1;  
                if (PB) req_B <= 1'b1;
            end
            if(next_state == STATE0) begin  
              if(state == STATE3 || state == STATE6) begin  
                ped_A <= req_A;  
                ped_B <= req_B;
                from_state3 <= (state == STATE3);  
              end
              else begin
                ped_A <= 1'b1;
                ped_B <= 1'b1;
                from_state3 <= 1'b0;
              end
            end
            else if (state == STATE0) begin
                ped_A <= 1'b0;
                ped_B <= 1'b0;
                req_A <= 1'b0;   
                req_B <= 1'b0;
            end
        end
    end
    always @(*) begin
        L_A = 3'b000;  
        L_B = 3'b000;
        RA = 1'b0;
        RB = 1'b0;
        case (state)
            STATE0: begin
                L_A = 3'b000;  
                L_B = 3'b000;
                RA = ped_A;   
                RB = ped_B;
            end
            STATE1: begin
                L_A = 3'b110;  
                L_B = 3'b011;  
            end
            STATE2: begin
                L_A = 3'b101;  
                L_B = 3'b010;  
            end
            STATE3: begin
                L_A = 3'b100;  
                L_B = 3'b010;  
            end
            STATE4: begin
                L_A = 3'b011;  
                L_B = 3'b110;  
            end
            STATE5: begin
                L_A = 3'b010;  
                L_B = 3'b101;  
            end
            STATE6: begin
                L_A = 3'b010;  
                L_B = 3'b100;  
            end
            STATE7: begin
                L_A = 3'b000;  
                L_B = 3'b000;
            end
            default: begin
                L_A = 3'b000;  
                L_B = 3'b000;  
            end
        endcase
    end
endmodule
```
`design/flow/run.sh`:
```
#!/bin/bash
# OpenROAD 26Q1-2900-gdf79404cd8, Yosys 0.63+post, stock flow scripts
make -C /OpenROAD-flow-scripts/flow DESIGN_CONFIG=/design/flow/config.mk WORK_HOME=/design/flow/orfs finish
```
`design/flow/config.mk`:
```
export PLATFORM = sky130hd
export DESIGN_NAME = traffic_control_binary
export DESIGN_NICKNAME = traffic_control_binary
export VERILOG_FILES = /design/flow/design.v
export SDC_FILE = /design/flow/constraint.sdc
export NUM_CORES = 4
export LEC_CHECK = 1
export CORE_AREA = 10 10 77 77
export DIE_AREA = 0 0 87 87
```
`design/flow/constraint.sdc`:
```
current_design traffic_control_binary

set clk_period 4.7
set clk_io_pct 0.2

create_clock -name clk0 -period $clk_period [get_ports {CLK}]

set non_clock_inputs [all_inputs -no_clocks]
set_input_delay [expr $clk_period * $clk_io_pct] -clock clk0 $non_clock_inputs
set_output_delay [expr $clk_period * $clk_io_pct] -clock clk0 [all_outputs]
```
==> impl_metrics.csv <==
group,metric,value,unit
place,place.gp.congestion,0.8659,
route,via_count,697,
logic_synthesis,ys_cells,98,
logic_synthesis,ys_seq_elements,12,
finish,drive_above_1_share,7.407,%
logic_synthesis,synth.avg_cell_area,7.967,um2
global_routing,grt_antenna_before_repair,0,
critical_path,critPathMaxStageDelay,0.49,ns
critical_path,crit_path_top_delay_cell,"dfxtp_1",
global_routing,globalRouteOverflowTotal,0,
finish,finalNonFillerCells,160,
final_timing,setup_viol,0,
die,die_w,87,um
min_path,whs_path_depth,1,
route,first_pass_iters,4,
clock_tree,cts.sinks,12,
route,finalWirelength,1.813,mm
clock_tree,root_buffer,"clkbuf_8",
min_path,hold_path_end,"counter[0]$_SDFF_PP0_",
min_path,min_from,"counter[0]$_SDFF_PP0_",
die,io_pins,13,
final_timing,fin_ws,1.948,ns
finish,area_delta_synth_final,26.12,%
place,dp_cells,157,
final_timing,tightest_slew,0.6351,ns
global_routing,grt_pass1_wl,3.174,mm
critical_path,crit_path_end_kind,"output port",
critical_path,r2r_slack,2.47,ns
critical_path,cp.arrival,1.81,ns
route,post_drt_wl_per_cell,11.33,um
die,core,0.004354,mm2
clock_tree,post-cts-setup-buffer-count,0,
route,drc,0,
route,vias_per_cell,4.356,
logic_synthesis,yosysChipArea,780.7,um2
clock_tree,ctsHoldBuffers,0,
critical_path,startpoint,"state[2]$_SDFF_PP1_",
finish,fill_cells,471,
final_timing,finClkSkew,0.003474,ns
final_timing,fmax,0.3633,GHz
critical_path,crit_path_max_fanout,15,
final_timing,hold_viol,0,
critical_path,rr_endpoint,"ped_B$_SDFFE_PP1P_",
min_path,worstHoldPathType,"flop to flop",
global_routing,grt_max_degree,21,
outcome,status,"finished clean",
clock_tree,cts_tree,"done",
critical_path,startpoint_type,"flop",
clock_tree,cts.clk_slew.worst_paths,0.05,ns
critical_path,required,3.76,ns
route,drtIter0Drc,9,
die,fp-row-count,24,
place,place_ws,1.978,ns
logic_synthesis,syn_inst,98,
logic_synthesis,synth.lib_cells_used.distinct,31,
critical_path,crit_type,"flop to output port",
route,diodes,0,
final_timing,rsz0062_at_grt,"no",
clock_tree,clkLatencyLatePin,0.24,ns
die,initial_utilization,17.93,%
critical_path,crit_family,"simple AND/OR/NAND/NOR gates",
critical_path,critPathBufInv,1,
die,fp.dieH,87,um
power,p_per_area,251.5,mW/mm2
power,finalPower,0.2476,mW
critical_path,rr_startpoint,"state[0]$_SDFF_PP1_",
power,p_leak,0.3788,nW
clock_tree,ctsLongestPathBuffers,2,
final_timing,max_slew_margin,57.60,%
route,ant_nets,0,
critical_path,reg2reg_depth,6,
final_timing,tns,0,ns
logic_synthesis,yosysWarnings,1,
place,hpwlAfterDp,1.339,mm
power,peakVddDrop,0.00007132,V
clock_tree,cts_htree_levels,1,
critical_path,crit_chain,"nor3_2 -> and2_1 -> clkdlybuf4s50_1",
place,port-buffer-count,12,
final_timing,hold_ws,0.4811,ns
clock_tree,cts_resized,0,
flow_run,max-cap-violations,0,
global_routing,grt_pass1_vias,668,
logic_synthesis,syn_area,780.7,um2
flow_run,tool_warnings,27,
logic_synthesis,synth_seq_share,30.77,%
final_timing,finalCritPeriodShare,58.56,%
global_routing,grt_use_total,4.987,%
final_timing,fin_crit,2.752,ns
die,chip_area,0.007569,mm2
clock_tree,cts_made_buffers,3,
final_timing,maxSlewViolCount,0,
logic make-up (layout without fill, tap and decap cells):
group                    Yosys count  count (layout)  share of synthesized area (%)
flip-flops                        12              12                          30.77
adder cells (fa/ha/maj)            3               3                          4.808
XOR/XNOR                           7               7                          7.853
AND/OR/NAND/NOR                   44              44                          31.25
multiplexers                       4               4                          5.128
buffers and inverters              9              19                          4.807
AND-OR/OR-AND                     19              19                          15.38
cells in the mapped netlist (all sizes together):
master / instances / area, um2
and3: 5 / 36.28
inv: 4 / 15.01
and3b: 1 / 8.760
o311ai: 1 / 8.760
nand3: 5 / 25.02
and2: 2 / 12.51
nor2b: 2 / 12.51
mux2i: 4 / 40.04
nor2: 13 / 48.80
or2: 1 / 6.260
nor3b: 1 / 18.77
dfxtp: 12 / 240.2
o21ai: 5 / 25.02
o221ai: 1 / 8.760
a22o: 1 / 8.760
nand3b: 1 / 7.510
a221oi: 1 / 15.01
xor2: 2 / 17.52
nand4bb: 1 / 11.26
nand2: 9 / 33.78
a21oi: 9 / 45.04
a2111oi: 1 / 8.760
ha: 3 / 37.54
buf: 3 / 15.01
xnor2: 5 / 43.79
nand2b: 2 / 12.51
clkbuf: 2 / 7.510
nor3: 1 / 10.01
cell usage in the layout (no fill, tap or decap):
master / Yosys / layout
nand3b_1: 1 / 1
mux2i_1: 4 / 4
nand4bb_1: 1 / 1
nor3_2: 1 / 1
nor2_1: 13 / 13
nand2_1: 9 / 9
o221ai_1: 1 / 1
o311ai_1: 1 / 1
nor3b_4: 1 / 1
xnor2_1: 5 / 5
ha_1: 3 / 3
a22o_1: 1 / 1
a221oi_2: 1 / 1
clkdlybuf4s50_1: 0 / 12
o21ai_1: 2 / 2
and3b_1: 1 / 1
a21oi_1: 9 / 9
o21ai_0: 3 / 3
inv_1: 3 / 3
xor2_1: 2 / 2
nand2b_1: 2 / 2
dfxtp_1: 12 / 12
a2111oi_0: 1 / 1
and2_1: 2 / 2
and3_1: 4 / 4
nor2b_1: 2 / 2
clkbuf_8: 0 / 3
nand3_1: 5 / 5
inv_2: 1 / 1
or2_1: 1 / 1
and3_4: 1 / 1
registers in the layout, indices dropped and copies added (netlist names):
register,cells
req_A,1
from_state3,1
req_B,1
state,3
ped_A,1
ped_B,1
counter,4
cell type report:
type | instances | area (um2) | area share, %
Inverter | 4 | 15.01 | 1.525
Multi-Input combinational cell | 77 | 503.0 | 51.08
Clock buffer | 3 | 41.29 | 4.193
Tap cell | 52 | 65.06 | 6.607
Timing Repair Buffer | 12 | 120.1 | 12.20
Sequential cell | 12 | 240.2 | 24.40
how the worst max path moves through the flow:
stage         end  cells past startpoint
finish         RA                      3
global route   RA                      3
CTS            RA                      3
stage by stage:
step / utilization, % / cell area (um2)
finish: 22.61 / 984.7
global route: 22.61 / 984.7
CTS: 22.61 / 984.7
detailed placement: 21.67 / 943.4
global placement: 21.67 / 943.4
floorplan: - / 780.7
worst register-to-register path, cell delays in order (launching register included):
cell	delay [ns]
dfxtp_1	0.72
nor3_2	0.18
and3_4	0.23
a221oi_2	0.22
o311ai_1	0.17
nand4bb_1	0.40
mux2i_1	0.19
where the power goes:
group | internal [mW] | switching [mW]
Sequential | 0.106 | 0.00962
Clock | 0.0563 | 0.0358
Combinational | 0.0229 | 0.0173
Total | 0.185 | 0.0628
metal layers:
layer | up-vias | share of wire (%) | global-route usage, %
met4 | 0 | 2.3 | 1.031
li1 | 363 | - | -
met3 | 4 | 6.9 | 1.509
met1 | 311 | 55 | 8.114
met5 | - | 0 | 0
met2 | 19 | 36 | 6.063
No activity file was given, so power comes from the tool's default toggle rates.
