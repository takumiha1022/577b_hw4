==> /design/flow/run.sh <==
#!/bin/bash
# OpenROAD 26Q1-2900-gdf79404cd8, Yosys 0.63+post, stock flow scripts
make -C /OpenROAD-flow-scripts/flow DESIGN_CONFIG=/design/flow/config.mk WORK_HOME=/design/flow/orfs finish
==> /design/flow/config.mk <==
export PLATFORM = sky130hd
export DESIGN_NAME = TM_ALU
export DESIGN_NICKNAME = TM_ALU
export VERILOG_FILES = /design/flow/design.v
export SDC_FILE = /design/flow/constraint.sdc
export NUM_CORES = 4
export LEC_CHECK = 1
export CORE_UTILIZATION = 50
==> /design/flow/constraint.sdc <==
current_design TM_ALU

set clk_period 35.2
set clk_io_pct 0.2

create_clock -name clk0 -period $clk_period [get_ports {clk}]

set non_clock_inputs [all_inputs -no_clocks]
set_input_delay [expr $clk_period * $clk_io_pct] -clock clk0 $non_clock_inputs
set_output_delay [expr $clk_period * $clk_io_pct] -clock clk0 [all_outputs]
==> /design/flow/design.v <==
module TM_ALU (
    input  wire        clk,
    input  wire        reset,
    input  wire [7:0]  AvgTxLen,
    input  wire [7:0]  InstExed,
    input  wire [7:0]  CurTxLen,
    output wire [7:0]  AvgTxLen_new,
    output wire [7:0]  InstExed_new
);
    reg [15:0] mac_result;  
    reg [7:0]  inc_result;
    reg [15:0] mac_reg;     
    reg [7:0]  inc_reg;      
    reg [7:0]  AvgTxLen_reg;  
    always @(posedge clk) begin
        if (reset) begin
            mac_reg      <= 0;
            inc_reg      <= 0;
            AvgTxLen_reg <= 0;
        end else begin
            mac_result     <= AvgTxLen * InstExed;
            mac_reg      <= mac_result + CurTxLen;
            inc_result     <= InstExed + 1;
            inc_reg      <= inc_result;
            AvgTxLen_reg <= AvgTxLen;  
        end
    end
    reg [7:0] AvgTxLen_new_reg;
    always @(posedge clk) begin
        if (reset) begin
            AvgTxLen_new_reg <= 0;
        end else begin
            if (inc_reg == 0) begin  
                AvgTxLen_new_reg <= 0;
            end else begin
                AvgTxLen_new_reg <= mac_reg / inc_reg;
            end
        end
    end
    assign AvgTxLen_new  = AvgTxLen_new_reg;
    assign InstExed_new = (reset) ? 8'b0 : AvgTxLen_reg;  
endmodule
==> impl_report.txt <==
IMPLEMENTATION SUMMARY REPORT
----------------------------------------------------
[Worst setup path]
  Start point of the critical path ........................ inc_reg[7]
  Crit Path Category ........................ register to register
  Critical Path AT ........................ 32.13 ns
  Startpoint Class ........................ register
  Max stage delay on crit path ........................ 0.65 ns
  R2R setup slack ........................ 3.27 ns
  Type of element capturing the critical path ........................ register
  Critical Path RT ........................ 35.40 ns
  Maximum net fanout on the critical path ........................ 16
  Worst reg2reg path startpoint ........................ inc_reg[7]
  Most frequent cell on the critical path ........................ sky130_fd_sc_hd__o21a_1
  Cell type of the slowest stage on the worst timing path ........................ sky130_fd_sc_hd__or4_4

[Global route]
  Residual overflow from global routing ........................ 0
  Antenna violations before repair ........................ 0
  Gr usage total ........................ 0.234
  Pin count of the biggest net entering global routing ........................ 42
  Via count of the first global-routing pass ........................ 7821
  First-pass GRT wire length ........................ 36600 µm

[Yosys]
  Seq cells post-synth ........................ 64
  Adder-cell share of the synthesized area ........................ 0.266
  Dominant synthesized flop cell ........................ sky130_fd_sc_hd__dfxtp_1
  Total standard cell area after synthesis ........................ 9680 µm²
  Mux contribution to synthesized area ........................ 0.0460
  Largest family of logic cells by area ........................ adder cells
  Gate Count Post-Synth ........................ 1161
  Area share of and/or/nand/nor cells after synthesis ........................ 0.210
  Number of distinct library cell variants in the gate-level netlist after synthesis ........................ 86
  Xor+xnor area frac ........................ 0.0561
  Per-instance average area after synthesis ........................ 8.34 µm²
  Number of synthesized flops with an enable pin ........................ 24
  Compound-gate portion of the synthesized area ........................ 0.211
  Synthesis warning total ........................ 1
  Yosys cell count ........................ 1161
  Share of synthesized registers carrying an async set or reset ........................ 0
  Area reported by Yosys stat ........................ 9680 µm²
  Register area share after synthesis ........................ 0.157

[CTS]
  Hold buffers post-CTS ........................ 0
  Number of instances resized during post-cts repair ........................ 0
  CTS sink cnt ........................ 64
  Clock input transition at the sequential cells of the worst setup and hold paths ........................ 0.07 ns
  Post CTS Setup Buffer Count ........................ 0
  Cts bufs inserted ........................ 9
  Root Buffer Master ........................ sky130_fd_sc_hd__clkbuf_16
  Maximum number of buffers from clock root to sink ........................ 2
  Clock tree from TritonCTS ........................ built
  H-tree levels ........................ 3
  Worst-skew pair later-pin latency ........................ 0.34 ns

[Layout]
  Final standard cell utilization of the core ........................ 0.565
  Filler Cells Inserted ........................ 1675
  P&R area growth vs syn ........................ 9.87%
  Comb. cell area ........................ 7670 µm²
  Final cell count without fillers ........................ 1450
  FF/Latch Area ........................ 1520 µm²
  Finished layout cell area ........................ 10600 µm²
  Fraction of layout cells with a size suffix above 1 ........................ 0.0773

[Drt]
  DR vias/cell ........................ 5.57
  DRC ........................ 0
  ANT nets after route ........................ 0
  Drt first pass iters ........................ 7
  Routed WL per cell ........................ 14.6 µm
  Wire length reported by the detailed router ........................ 21200 µm
  Drt initial violations ........................ 254
  Total number of vias ........................ 8078
  Number of diodes ........................ 0

[Run status]
  Run status ........................ finished, final reports clean

[Place]
  Placed Cells incl. Taps ........................ 1434
  Cell Area, Placed ........................ 10300 µm²
  Total of buffers placed on input and output ports ........................ 41
  Final estimated routing congestion in global placement ........................ 0.893
  Detailed placer's ending HPWL ........................ 17100 µm

[STA]
  Post-layout period usage ........................ 0.907
  Count of final max-slew check failures ........................ 0
  Setup violators final ........................ 0
  Relative slew margins ........................ 0.552
  Final Hold Vio Count ........................ 0
  Least-Margin Pin Slew ........................ 0.654 ns
  Achievable Freq ........................ 31.3 MHz
  Post-layout min period ........................ 31.93 ns
  Worst clock skew ........................ 0.0178 ns

[Worst hold path]
  Path type of the worst min-delay path ........................ register to register
  Beginning of the worst hold path ........................ inc_result[6]

[Floorplan]
  Floorplan die width ........................ 141 µm
  Core Rows ........................ 50
  Total die size ........................ 19900 µm²
  Number of primary I/O pins ........................ 42
  Placeable Area ........................ 18800 µm²
  FP Util ........................ 0.514
  Floorplan die height ........................ 141 µm

[Run]
  Max-Cap Viols ........................ 0
  Log Warnings ........................ 26

----------------------------------------------------
==> cell type report <==
class	instances	share of cell area
multi-input cells	965	0.721
flip-flops and latches	64	0.143
repair buffers	51	0.0456
inverters	94	0.0335
well taps	260	0.0306
clock buffers	10	0.0215
clock inverters	6	0.00447
==> cells by family (layout without fill, tap and decap cells) <==
logic type,count (synthesis),after routing
and+or+nand+nor,389,389
DFF,64,64
muxes,39,39
AOI/OAI and AO/OA,291,291
buffers and inverters,132,161
adders and majority gates,184,184
xor gates and xnor gates,62,62
==> worst paths after layout <==
| path | cells after the start | end |
|---|---|---|
| min | 1 | inc_reg[6] |
| max | 141 | AvgTxLen_new_reg[0] |
| max reg2reg | 141 | AvgTxLen_new_reg[0] |
| min reg2reg | 1 | inc_reg[6] |
==> per-stage QoR <==
stage | hold slack, ns | setup TNS, ns | worst slack, ns
6_report | 0.439 | 0 | 3.27
5_1_grt | 0.465 | -0.0236 | -0.0236
4_1_cts | 0.440 | 0 | 2.10
3_5_place_dp | 0.436 | 0 | 2.23
3_3_place_gp | 0.432 | 0 | 2.44
2_1_floorplan | 0.429 | 0 | 5.22
==> critical path, delay by kind of cell, from the launching register on <==
family | cells | cell delay [ns]
AND-OR/OR-AND | 77 | 16.13
adder cells (fa/ha/maj) | 15 | 4.39
buffers and inverters | 4 | 0.60
flip-flops | 1 | 0.49
multiplexers | 4 | 1.37
AND/OR/NAND/NOR | 41 | 8.73
==> cells in the final DEF (no fill, tap or decap), types with 16 or more instances in the layout <==
master                            instances
sky130_fd_sc_hd__and2_1                  37
sky130_fd_sc_hd__a21o_1                  23
sky130_fd_sc_hd__edfxtp_1                24
sky130_fd_sc_hd__inv_1                   93
sky130_fd_sc_hd__mux2i_1                 16
sky130_fd_sc_hd__a21oi_1                 58
sky130_fd_sc_hd__nor3_1                  49
sky130_fd_sc_hd__o21a_1                  52
sky130_fd_sc_hd__nor2b_1                 38
sky130_fd_sc_hd__ha_1                   146
sky130_fd_sc_hd__nand2_1                 91
sky130_fd_sc_hd__xor2_1                  29
sky130_fd_sc_hd__nand3_1                 19
sky130_fd_sc_hd__o21ai_0                 48
sky130_fd_sc_hd__nor2_1                  76
sky130_fd_sc_hd__clkdlybuf4s50_1         41
sky130_fd_sc_hd__xnor2_1                 33
sky130_fd_sc_hd__mux2_2                  16
sky130_fd_sc_hd__fa_1                    37
sky130_fd_sc_hd__dfxtp_1                 40
==> Yosys cell counts, types with 4 or more instances <==
library cell               instances  area [µm²]
sky130_fd_sc_hd__o22ai_1           5        31.3
sky130_fd_sc_hd__nor2b_1          38         238
sky130_fd_sc_hd__nand3_1          19        95.1
sky130_fd_sc_hd__o21a_1           52         390
sky130_fd_sc_hd__a21oi_1          59         295
sky130_fd_sc_hd__or2_2            11        68.8
sky130_fd_sc_hd__edfxtp_1         24         721
sky130_fd_sc_hd__o21bai_1          7        52.6
sky130_fd_sc_hd__nor4_1            5        31.3
sky130_fd_sc_hd__nor2_1           76         285
sky130_fd_sc_hd__nand2_1          91         342
sky130_fd_sc_hd__o211a_1           4        40.0
sky130_fd_sc_hd__nand2b_1         15        93.8
sky130_fd_sc_hd__a21o_1           23         173
sky130_fd_sc_hd__o21ai_0          49         245
sky130_fd_sc_hd__mux2i_1          16         160
sky130_fd_sc_hd__fa_1             37         741
sky130_fd_sc_hd__dfxtp_1          40         801
sky130_fd_sc_hd__and3_1            9        56.3
sky130_fd_sc_hd__mux2_4            7         105
sky130_fd_sc_hd__a211oi_1          5        37.5
sky130_fd_sc_hd__xnor2_1          33         289
sky130_fd_sc_hd__inv_1            94         353
sky130_fd_sc_hd__o31ai_1          15         113
sky130_fd_sc_hd__a31oi_1           7        43.8
sky130_fd_sc_hd__nor3_1           49         245
sky130_fd_sc_hd__o211ai_1          9        67.6
sky130_fd_sc_hd__a31o_2            4        35.0
sky130_fd_sc_hd__or3_1            10        62.6
sky130_fd_sc_hd__xor2_1           29         254
sky130_fd_sc_hd__clkbuf_1         34         128
sky130_fd_sc_hd__ha_1            146        1830
sky130_fd_sc_hd__and2_1           37         231
sky130_fd_sc_hd__mux2_2           16         180
sky130_fd_sc_hd__o221ai_1          4        35.0
sky130_fd_sc_hd__nand4_1           8        50.1
==> per-layer routing <==
layer / vias up / part of all wire / global-route usage / wire length (µm)
met5: - / 0 / 0 / 0
met4: 0 / 0.013 / 0.0297 / 266
met3: 18 / 0.025 / 0.0197 / 523
met2: 121 / 0.50 / 0.425 / 10600
met1: 3725 / 0.46 / 0.316 / 9760
li1: 4214 / - / - / -
